File: flow/constraint.sdc
current_design AM2940_top

set clk_period 3.3
set clk_io_pct 0.2

create_clock -name clk0 -period $clk_period [get_ports {clk}]

set non_clock_inputs [all_inputs -no_clocks]
set_input_delay [expr $clk_period * $clk_io_pct] -clock clk0 $non_clock_inputs
set_output_delay [expr $clk_period * $clk_io_pct] -clock clk0 [all_outputs]
File: flow/run.sh
#!/bin/bash
# OpenROAD 26Q1-2900-gdf79404cd8, Yosys 0.63+post, stock flow scripts
make -C /OpenROAD-flow-scripts/flow DESIGN_CONFIG=/design/flow/config.mk WORK_HOME=/design/flow/orfs finish
File: flow/design.v
module AM2940_top (
    input clk,
    input oena,  
    input cinac,  
    input cinwc,  
    input [3 - 1: 0] instruction,
    inout [8 - 1: 0] data,
    output [8 - 1: 0] output_address,
    output conac,  
    output conwc,  
    output done
);
    wire [8 - 1: 0] address;
    wire [8 - 1: 0] word_cnt;
    wire [3 - 1: 0] control;
    wire [8 - 1: 0] sel_address;  
    wire [8 - 1: 0] sel_word_cnt;  
    wire [8 - 1: 0] next_address;
    wire [8 - 1: 0] next_word_cnt;
    wire plar;  
    wire plwcr;  
    wire plcr;  
    wire sela;  
    wire selw;  
    wire [1: 0] seld;  
    wire resac;  
    wire plac;  
    wire enac;  
    wire incac;  
    wire decac;  
    wire reswc;  
    wire plwc;  
    wire enwc;  
    wire incwc;  
    wire decwc;  
    wire oed;
    wire [8 - 1: 0] sel_data;
    wire [8 - 1: 0] next_data;
    assign oed = ~ instruction[2] & | instruction[1: 0];
    assign data = oed ? sel_data : 'hZZ;
    assign oend = instruction == 0
    				| instruction == 5
    				| instruction == 6;
    assign next_data = oend ? data: sel_data;
	assign output_address = oena ? 'hZZ : next_address;
	InstructionDecoder InstructionDecoder (
		.instruction(instruction),
		.control(control),
		.plar(plar),
		.plwcr(plwcr),
		.plcr(plcr),
		.sela(sela),
		.selw(selw),
		.seld(seld),
		.resac(resac),
		.plac(plac),
		.enac(enac),
		.incac(incac),
		.decac(decac),
		.reswc(reswc),
		.plwc(plwc),
		.enwc(enwc),
		.incwc(incwc),
		.decwc(decwc)
	);
    Register AddressRegister (
        .clk(clk),
        .pl(plar),
        .di(next_data),
        .do(address)
    );
    Register WordCountRegister (
        .clk(clk),
        .pl(plwcr),
        .di(next_data),
        .do(word_cnt)
    );
    Register #(.DATA_LENGTH(3)) ControlRegister (
        .clk(clk),
        .pl(plcr),
        .di(next_data[2:0]),
        .do(control)
    );
    Mux2To1 AddressMux (
        .sel(sela),
        .di0(next_data),
        .di1(address),
        .do(sel_address)
    );
    Mux2To1 WordCountMux (
        .sel(selw),
        .di0(next_data),
        .di1(word_cnt),
        .do(sel_word_cnt)
    );
    Mux3To1 DataMux (
        .sel(seld),
        .di0({5'b11111, control}),
        .di1(next_word_cnt),
        .di2(next_address),
        .do(sel_data)
    );
    Counter AddressCounter (
        .clk(clk),
        .res(resac),
        .pl(plac),
        .en(enac),
        .inc(incac),
        .dec(decac),
        .cin(cinac),
        .di(sel_address),
        .con(conac),
        .do(next_address)
    );
    Counter WordCountCounter (
        .clk(clk),
        .res(reswc),
        .pl(plwc),
        .en(enwc),
        .inc(incwc),
        .dec(decwc),
        .cin(cinwc),
        .di(sel_word_cnt),
        .con(conwc),
        .do(next_word_cnt)
    );
    TransferCompleteCircuitry TransferCompleteCircuitry (
    	.next_address(next_address),
    	.next_word_cnt(next_word_cnt),
    	.word_cnt(word_cnt),
    	.ctrl_mode(control[1: 0]),
    	.cinwc(cinwc),
    	.done(done)
    );
endmodule  
module Counter #(
    parameter integer DATA_LENGTH = 8
)
(
    input clk,
    input res,
    input pl,
    input en,
    input inc,
    input dec,
    input cin,  
    input [DATA_LENGTH - 1: 0] di,
    output reg con,  
    output reg [DATA_LENGTH - 1: 0] do
);
    always @(posedge clk) begin
        con <= 1;
        if (res)
            do <= 0;
        else if (pl)
            do <= di;
        else if (en & ~ cin)
        	if (inc) begin
        		if (& do)
        			con <= 0;
            	do <= do + 1;
            end
        	else if (dec) begin
        		if (~| do)
        			con <= 0;
            	do <= do - 1;
            end
    end
endmodule  
module InstructionDecoder (
	input [3 - 1: 0] instruction,
	input [3 - 1: 0] control,
    output plar,  
    output plwcr,  
    output plcr,  
    output sela,  
    output selw,  
    output [1: 0] seld,  
    output resac,  
    output plac,  
    output enac,  
    output incac,  
    output decac,  
    output reswc,  
    output plwc,  
    output enwc,  
    output incwc,  
    output decwc  
);
    wire [1: 0] ctrl_mode;
    assign ctrl_mode = control[1: 0];
    assign plar = instruction == 5;
    assign plwcr = instruction == 6;
    assign plcr = instruction == 0;
    assign sela = instruction == 4;
    assign selw = instruction == 4;
    assign seld = instruction[1: 0] - 1;
    assign resac = 0;
    assign plac = instruction[2: 1] == 'b10;
    assign enac = instruction == 7;
    assign incac = ~ control[2];
    assign decac = control[2];
    assign reswc = instruction == 4 & ctrl_mode == 1
    				| instruction == 6 & ctrl_mode == 1;
    assign plwc = instruction[2] & ~ instruction[0];
    assign enwc = instruction == 7 & ctrl_mode != 2;
    assign incwc = ctrl_mode[0];
    assign decwc = ctrl_mode == 0;
endmodule  
module Mux2To1 #(
    parameter integer DATA_LENGTH = 8
)
(
    input sel,
    input [DATA_LENGTH - 1: 0] di0,
    input [DATA_LENGTH - 1: 0] di1,
    output [DATA_LENGTH - 1: 0] do
);
    assign do = sel ? di1 : di0;
endmodule  
module Mux3To1 #(
    parameter DATA_LENGTH = 8
)
(
    input [1: 0] sel,
    input [DATA_LENGTH - 1: 0] di0,
    input [DATA_LENGTH - 1: 0] di1,
    input [DATA_LENGTH - 1: 0] di2,
    output [DATA_LENGTH - 1: 0] do
);
    assign do = sel[1] ? di2 :
                    sel[0] ? di1 : di0;
endmodule  
module Register #(
	parameter integer DATA_LENGTH = 8
)
(
    input clk,
    input pl,
    input [DATA_LENGTH - 1: 0] di,
    output reg [DATA_LENGTH - 1: 0] do
);
    always @(posedge clk)
        if (pl)
            do <= di;
endmodule  
module TransferCompleteCircuitry #(
    parameter integer DATA_LENGTH = 8
)
(
    input [DATA_LENGTH - 1: 0] next_address,
    input [DATA_LENGTH - 1: 0] next_word_cnt,
    input [DATA_LENGTH - 1: 0] word_cnt,
    input [1: 0] ctrl_mode,
    input cinwc,
    output reg done
);
    always @*
        casex ({ctrl_mode, cinwc})
            'b00_0: done <= next_word_cnt == 1;
            'b00_1: done <= ~| next_word_cnt;
            'b01_0: done <= next_word_cnt + 1 == word_cnt;
            'b01_1: done <= next_word_cnt == word_cnt;
            'b10_x: done <= next_word_cnt == next_address;
            'b11_x: done <= 0;
            default: done <= 1'bx;
        endcase
endmodule  
File: flow/config.mk
export PLATFORM = sky130hd
export DESIGN_NAME = AM2940_top
export DESIGN_NICKNAME = AM2940_top
export VERILOG_FILES = /design/flow/design.v
export SDC_FILE = /design/flow/constraint.sdc
export NUM_CORES = 4
export LEC_CHECK = 1
export CORE_UTILIZATION = 40
==> flow_summary.json <==
{
  "die_w_um": 85.7,
  "post_synth_most_frequent_cells": "edfxtp_1 (27), nor2_1 (25), nand2_1 (20)",
  "netlist.top_cell.by_area": "edfxtp_1",
  "htree_num_levels": 2,
  "lastStage": "4_1_cts",
  "dp_hpwl_um": 5200,
  "core.rowCount": 30,
  "die_height_um": 85.7,
  "edf_count": 27,
  "area_fraction_of_the_dominant_cell_type_after_synthesis_pct": 29.0,
  "outcome": "did not finish",
  "numPlacedInstances": 410,
  "io-pin-count": 26,
  "synth_flops": 37,
  "tritoncts.num_buffers": 5,
  "cts-hold-fix-buffers": 0,
  "clock_sink_count": 37,
  "ys_seq_share_pct": 36.1,
  "total_of_buffers_placed_on_input_and_output_ports": 16,
  "pre_cts_slack_ps": 277,
  "yosys.cell_types.count": 62,
  "synth.yosys.num_cells": 299,
  "yosys_warnings": 7,
  "error_line": "[error] [KeplerFormal.cpp:679] Workflow failed: Iso has multiple drivers: .data0, _353_.Y0",
  "dominantRegCellSynth": "edfxtp_1",
  "initial_utilization_pct": 41.2,
  "post_cts_resized": 0,
  "cts_post_setup_buffers_inserted": 0,
  "syn-instance-count": 299,
  "synthesis.area_sq_um": 2800,
  "globalplace.congestion": 0.877,
  "postSynthAreaPerCell_sq_um": 9.37,
  "synth_top_cell_by_count": "edfxtp_1",
  "clk_root_buffer_cell": "clkbuf_8",
  "cts_buffer_depth": 2,
  "yosys.stat.chipArea_sq_um": 2800,
  "dpl_cell_area_sq_um": 3110,
  "ys_async_sr_fraction_pct": 0,
  "post_synth_main_area_contributors": "edfxtp_1 (29%), dfxtp_1 (7.1%), ha_1 (5.8%), mux2i_1 (4.6%), xor2_1 (4.1%)"
}
==> kinds of logic after synthesis <==
| logic type | Yosys count | share of synthesized area, % |
|---|---|---|
| and+or+nand+nor | 110 | 21.8 |
| AOI/OAI and AO/OA | 70 | 17.6 |
| DFF | 37 | 36.1 |
| buffers and inverters | 30 | 5.32 |
| xor gates and xnor gates | 23 | 7.19 |
| muxes | 15 | 5.45 |
| adders and majority gates | 14 | 6.52 |
